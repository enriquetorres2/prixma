<file path="flow/config.mk">
export PLATFORM = sky130hd
export DESIGN_NAME = decoder_3bit_7segment
export DESIGN_NICKNAME = decoder_3bit_7segment
export VERILOG_FILES = /design/flow/design.v
export SDC_FILE = /design/flow/constraint.sdc
export NUM_CORES = 4
export LEC_CHECK = 1
export CORE_AREA = 10 10 70 70
export DIE_AREA = 0 0 80 80
</file>
<file path="flow/constraint.sdc">
current_design decoder_3bit_7segment

set clk_period 1.0
set clk_io_pct 0.2

create_clock -name clk0 -period $clk_period

set non_clock_inputs [all_inputs -no_clocks]
set_input_delay [expr $clk_period * $clk_io_pct] -clock clk0 $non_clock_inputs
set_output_delay [expr $clk_period * $clk_io_pct] -clock clk0 [all_outputs]
</file>
<file path="flow/design.v">
module decoder_3bit_7segment(P,E,I);
	input [2:0] I;
	input E;
	output reg[7:0] P;
	always @*
		if(E)
		begin
			case(I)		   
				3'h0: P = 8'b11111100;
				3'h1: P = 8'b01100000;
				3'h2: P = 8'b11011010;
				3'h3: P = 8'b11110010;
				3'h4: P = 8'b01100110;
				3'h5: P = 8'b10110100;
				3'h6: P = 8'b10111110;
				3'h7: P = 8'b11100000;
			endcase
		end
		else 
		begin
			P = 0;
		end
endmodule
</file>
<file path="flow/run.sh">
#!/bin/bash
# OpenROAD 26Q1-2900-gdf79404cd8, Yosys 0.63+post, stock flow scripts
make -C /OpenROAD-flow-scripts/flow DESIGN_CONFIG=/design/flow/config.mk WORK_HOME=/design/flow/orfs finish
</file>
==> results.json <==
{
  "vdd_ir_drop_max_uv": 96.1,
  "timing.critical_path.required_ns": 0.80,
  "warnings": 38,
  "synth.mux.area_fraction": 0,
  "top_cells_by_area_synth": "sky130_fd_sc_hd__ha_1 31%, sky130_fd_sc_hd__a211oi_2 18%, sky130_fd_sc_hd__inv_1 7.4%, sky130_fd_sc_hd__nor2b_4 6.7%, sky130_fd_sc_hd__nor2_2 6.1%",
  "vias_per_cell": 2.63,
  "worst_setup_path_start_kind": "input pin",
  "achievable-frequency_mhz": 849,
  "yosys_warnings": 1,
  "synth_adder_area_share": 0.307,
  "share_comb_of_total_power": 1.000,
  "route.antenna.remaining_nets": 0,
  "initCoreUtil": 0.0597,
  "io_buffer_count": 11,
  "first_pass_iters": 3,
  "cell_internal_pwr_w": 0.000127,
  "timing_max_transition_violations_final": 0,
  "detailedPlacementHpwl_um": 507,
  "gp_routability_congestion": 0.686,
  "antenna_violations_before_repair": 0,
  "worst_setup_path_end_kind": "output pin",
  "drc": 0,
  "finalSetupViolCount": 6,
  "synthesis.area_per_instance_um2": 8.50,
  "post_synth_num_cell_types": 12,
  "core.rowCount": 21,
  "synth.yosys.num_cells": 24,
  "n_clock_buffer": 0,
  "antenna_cells": 0,
  "cts_hold_buffers": 0,
  "post-route-worst-setup-slack_ns": -0.179,
  "netlist_logic_family_top": "adder cells",
  "power_switching_w": 0.0000851,
  "final_cell_area_um2": 578,
  "grt_setup_unrepaired": "true",
  "critPathKind": "in2out",
  "total_wirelength_of_the_detailed_routed_design_um": 899,
  "area_growth_synth_to_finish_pct": 183,
  "synthesized_area_fraction_occupied_by_ao_oa_aoi_and_oai_cells": 0.270,
  "detailroute.via_count": 242,
  "holdCritPathClass": "in2out",
  "hold_violations": 0,
  "floorplan.core_area_um2": 3420,
  "failed_checks": "negative setup slack",
  "seq_area_um2": 0,
  "sw_frac_of_total": 0.401,
  "power.density_cell_area_nw_per_um2": 367,
  "post_drt_wl_per_cell_um": 9.77,
  "design.seq.count": 0,
  "postPlaceCellArea_um2": 395,
  "p_clk_frac": 0,
  "hold_depth": 3,
  "first_global_vias": 279,
  "area_share_of_the_largest_cell_type_after_synthesis": 0.307,
  "dp_slack_ns": -1.01,
  "height_of_the_chip_um": 80,
  "fraction_of_the_cycle_the_final_worst_path_needs": 1.18,
  "crit_path_max_fanout": 3,
  "count_of_mapped_cells_out_of_synthesis": 24,
  "maximum_number_of_pins_on_one_net_before_global_route_repair": 6,
  "yosys-stat-area_um2": 204,
  "ys_top_cells_by_count": "5 x sky130_fd_sc_hd__ha_1, 4 x sky130_fd_sc_hd__inv_1, 3 x sky130_fd_sc_hd__a211oi_2",
  "die_x_um": 80,
  "gr_util_all_layers": 0.0263,
  "total_leakage_power_nw": 0.236,
  "drtIter0Drc": 5,
  "report.power.total_w": 0.000212,
  "netlist_area_um2": 204,
  "run_status": "finished, violations left",
  "layout_cells_sized_above_1": 0.913,
  "fp.dieArea_um2": 6400,
  "max_cap_violation_count": 0,
  "simple_gate_area_frac": 0.239,
  "grt_first_pass_wirelength_mm": 1.41,
  "worst-endpoint-arrival_ns": 0.98,
  "post_synth_xor_area_fraction": 0,
  "ioPinCount": 12,
  "yosys.stat.seqShare": 0,
  "overflow": 0,
  "top_cell": "sky130_fd_sc_hd__ha_1",
  "sequential_cell_fraction_of_total_power": 0,
  "largest_area_cell": "sky130_fd_sc_hd__ha_1",
  "period_minus_slack_ns": 1.18
}
-- cell type report --
class,count,area [um2]
multi-input cells,18,245
well taps,46,57.6
inverters,4,32.5
fillers,378,2840
repair buffers,24,243
-- layout by cell type (no fill, tap or decap), drive strengths merged --
cell type,instances
inv,3
ha,5
nor2,2
nor2b,3
nor3,1
a211oi,3
conb,1
buf,24
a21oi,2
o21a,1
clkinv,1
-- metal layers --
layer,vias up,wire length (um),share of wire,global-route usage
met4,0,0,0,0
met5,-,0,0,0
met2,11,339,0.38,0.0369
met1,111,413,0.46,0.0349
li1,120,-,-,-
met3,0,146,0.16,0.0170
-- timing repair --
| action | CTS | global route |
|---|---|---|
| cloned | 1 | 0 |
| gates resized | 64 | 12 |
| pin swaps | 9 | 5 |
| buffers inserted | 7 | 1 |
| endpoints found under the setup margin | 7 | 6 |
-- worst max-delay path, cell delays in order --
cell,delay [ns]
sky130_fd_sc_hd__buf_8,0.09
sky130_fd_sc_hd__inv_6,0.04
sky130_fd_sc_hd__buf_6,0.10
sky130_fd_sc_hd__ha_4,0.14
sky130_fd_sc_hd__nor2b_4,0.12
sky130_fd_sc_hd__nor3_2,0.16
sky130_fd_sc_hd__buf_2,0.13
-- cell families (layout without fill, tap and decap cells) --
group                      after synthesis  in the layout
AOI/OAI and AO/OA                        6              6
and+or+nand+nor                          6              6
other                                    1              1
buffers and inverters                    6             28
adders and majority gates                5              5
-- power groups by stage --
stage         combinational, W  clock [W]  sequential [W]
CTS                   0.000180          0               0
global route          0.000231          0               0
finish                0.000212          0               0
-- worst paths after layout --
kind	start	endpoint	slack [ns]
worst max-delay path	I[1]	P[4]	-0.18
worst min-delay path	E	P[3]	0.70
-- stage by stage --
| step | utilization | instances | hold WS, ns | TNS [ns] |
|---|---|---|---|---|
| after floorplan | - | 24 | 0.425 | 0 |
| after global placement | 0.116 | 83 | 1.34 | -6.50 |
| after detailed placement | 0.116 | 83 | 1.33 | -6.59 |
| after CTS | 0.151 | 91 | 0.691 | -0.573 |
| after global routing | 0.169 | 92 | 0.713 | -0.757 |
| final | 0.169 | 92 | 0.698 | -0.569 |
Power and IR drop assume default switching activity.

## design/flow/design.v

```verilog
module comp_8(P0,P1,P,Q);
	input [7:0] P,Q;
	output reg P0,P1;
	always @* begin
		if (P==Q) begin
			P0 = 1'b0;
		end else begin
			P0 = 1'b1;
		end
		if (P>Q) begin
			P1 = 1'b0;
		end else begin
			P1 = 1'b1;
		end
	end
endmodule
module color_comp(red,green,blue,purple,yellow,
	r_signal,g_signal,b_signal,
	r1_code,g1_code,b1_code,r2_code,g2_code,b2_code);
	input [7:0] r_signal,g_signal,b_signal,r1_code,g1_code,b1_code,r2_code,g2_code,b2_code;
	wire P0_2,P0_3,P0_4,P1_1,P1_2,P1_3,P1_4,P1_5,P1_6;
	wire out_1,out_2,out_3,out_4,out_5,out_6,out_7;
	output red,green,blue,purple,yellow;
	comp_8 COMP_R1 (,P1_1,r_signal,r1_code);
	comp_8 COMP_G1 (P0_2,P1_2,g_signal,g1_code);
	comp_8 COMP_B1 (P0_3,P1_3,b_signal,b1_code);
	comp_8 COMP_R2 (P0_4,P1_4,r_signal,r2_code);
	comp_8 COMP_G2 (,P1_5,g_signal,g2_code);
	comp_8 COMP_B2 (,P1_6,b_signal,b2_code);
	NOT notP11 (out_1,P1_1);
	AND_2 andP02P12 (out_2,P0_2,P1_2);
	AND_2 andP03P13 (out_3,P0_3,P1_3);
	AND_2 andP04P14 (out_4,P0_4,P1_4);
	NOT notP15 (out_5,P1_5);
	NOT notP16 (out_6,P1_6);
	NOT notP14 (out_7,P1_4);
	AND_3 andRed (red,out_1,out_2,out_3);
	AND_3 andGreen (green,out_3,out_5,out_4);
	AND_3 andBlue (blue,out_4,out_2,out_6);
	AND_3 andPurple (purple,out_7,out_2,out_6);
	AND_3 andYellow (yellow,out_1,out_5,out_3);
endmodule
module color_comparatortb;
	wire red,green,blue,purple,yellow;
	reg [7:0] r_signal,g_signal,b_signal,r1_code,g1_code,b1_code,r2_code,g2_code,b2_code;
	color_comp COMP (red,green,blue,purple,yellow,
		r_signal,g_signal,b_signal,r1_code,g1_code,b1_code,r2_code,g2_code,b2_code);
	initial begin
		r1_code = 8'h96;
		g1_code = 8'h32;
		b1_code = 8'h32;
		r2_code = 8'h32;
		g2_code = 8'h96;
		b2_code = 8'h96;
		r_signal = 0;
		g_signal = 0;
		b_signal = 0;
		#5 r_signal = 8'h97;
		$display("RED TEST 1");
		#5 $display("Red = %d Green = %d Blue = %d, Purple = %d, Yellow = %d",red,green,blue,purple,yellow);
		#5 r_signal = 0;
		g_signal = 8'h97;
		$display("GREEN TEST 1");
		#5 $display("Red = %d Green = %d Blue = %d, Purple = %d, Yellow = %d",red,green,blue,purple,yellow);
		#5 r_signal = 0;
		g_signal = 0;
		b_signal = 8'h97;
		$display("BLUE TEST 1");
		#5 $display("Red = %d Green = %d Blue = %d, Purple = %d, Yellow = %d",red,green,blue,purple,yellow);
		#5 r_signal = 8'h33;
		g_signal = 0;
		b_signal = 8'h97;
		$display("PURPLE TEST 1");
		#5 $display("Red = %d Green = %d Blue = %d, Purple = %d, Yellow = %d",red,green,blue,purple,yellow);
		#5 r_signal = 8'h97;
		g_signal = 8'h97;
		b_signal = 0;
		$display("YELLOW TEST 1");
		#5 $display("Red = %d Green = %d Blue = %d, Purple = %d, Yellow = %d",red,green,blue,purple,yellow);
		#5 r_signal = 8'h96;
		g_signal = 0;
		b_signal = 0;
		$display("RED TEST 2 (NO RED)");
		#5 $display("Red = %d Green = %d Blue = %d, Purple = %d, Yellow = %d",red,green,blue,purple,yellow);
		#5 r_signal = 0;
		g_signal = 8'h96;
		b_signal = 0;
		$display("GREEN TEST 2 (NO GREEN)");
		#5 $display("Red = %d Green = %d Blue = %d, Purple = %d, Yellow = %d",red,green,blue,purple,yellow);
		#5 r_signal = 0;
		g_signal = 0;
		b_signal = 8'h96;
		$display("BLUE TEST 2 (NO BLUE)");
		#5 $display("Red = %d Green = %d Blue = %d, Purple = %d, Yellow = %d",red,green,blue,purple,yellow);
		#5 r_signal = 8'h33;
		g_signal = 0;
		b_signal = 8'h96;
		$display("PURPLE TEST 2 (NO PURPLE)");
		#5 $display("Red = %d Green = %d Blue = %d, Purple = %d, Yellow = %d",red,green,blue,purple,yellow);
		#5 r_signal = 8'h96;
		g_signal = 8'h96;
		b_signal = 0;
		$display("YELLOW TEST 2 (NO YELLOW)");
		#5 $display("Red = %d Green = %d Blue = %d, Purple = %d, Yellow = %d",red,green,blue,purple,yellow);
		#5 r_signal = 8'hFF;
		g_signal = 8'hFF;
		b_signal = 8'hFF;
		$display("WHITE");
		#5 $display("Red = %d Green = %d Blue = %d, Purple = %d, Yellow = %d",red,green,blue,purple,yellow);
		#5 r_signal = 0;
		g_signal = 0;
		b_signal = 0;
		$display("BLACK");
		#5 $display("Red = %d Green = %d Blue = %d, Purple = %d, Yellow = %d",red,green,blue,purple,yellow);
		#5 r_signal = 8'hFF;
		g_signal = 8'h7F;
		b_signal = 0;
		$display("ORANGE");
		#5 $display("Red = %d Green = %d Blue = %d, Purple = %d, Yellow = %d",red,green,blue,purple,yellow);
	end
endmodule
module dff (
data  ,  
clk    ,  
set ,	 
reset ,  
q ,		 
notq     
);
input data, clk, reset, set ; 
output q, notq;
reg q, notq;
always @ ( posedge clk or posedge reset or posedge set)
if (reset) begin
  q <= 1'b0;
  notq <= 1'b1;
end  else if (set) begin
  q <= 1'b1;
  notq <= 1'b0;
end else begin
  q <= data;
  notq <= ~data;
end
endmodule  
module OR_2(S,A,B);
	input A,B;
	output reg S;
	always @*
		S = A|B;
endmodule
module OR_3(S,A,B,C);
	input A,B,C;
	output reg S;
	always @*
		S = A|B|C;
endmodule
module OR_4(S,A,B,C,D);
	input A,B,C,D;
	output reg S;
	always @*
		S = A|B|C|D;
endmodule
module AND_2(S,A,B);
	input A,B;
	output reg S;
	always @*
		S = A&B;
endmodule
module AND_3(S,A,B,C);
	input A,B,C;
	output reg S;
	always @*
		S = A&B&C;
endmodule
module AND_4(S,A,B,C,D);
	input A,B,C,D;
	output reg S;
	always @*
		S = A&B&C&D;
endmodule
module NOT(S,A);
	input A;
	output reg S;
	always @*
	begin
		S = ~A;
	end
endmodule
module controller(stop_motor,front_motor,turn_left,turn_right,rotate,
	dI_1,dI_2,dI_3,
	cd,red,green,blue,purple,yellow,done,clk,reset);
	input cd,red,green,blue,purple,yellow,done,clk,reset;
	wire notBlue,notDone,sor1,sor2,sor3,sor4,sor5;
	wire A,notA,B,notB,C,notC;
	wire or1_1,or1_2,or1_3,or1_4,or2_1,or2_2,or2_3,or3_1,or3_2,or3_3;
	output dI_1,dI_2,dI_3;
	output stop_motor,front_motor,turn_left,turn_right,rotate;
	NOT not1(notBlue,blue);
	AND_3 and1(or1_1,B,notC,notBlue);
	AND_3 and2(or1_2,notA,C,done);
	AND_3 and3(or1_3,A,C,red);
	AND_2 and4(or1_4,A,B);
	NOT not2(notDone,done);
	OR_2 or1(sor1,A,C);
	OR_3 or2(sor2,blue,purple,yellow);
	AND_3 and5(or2_1,notA,notB,cd);
	AND_3 and6(or2_2,notDone,B,sor1);
	AND_4 and7(or2_3,notA,B,notC,sor2);
	OR_3 or3(sor3,yellow,blue,red);
	AND_3 and8(or3_1,notB,C,red);
	AND_3 and9(or3_2,B,C,notDone);
	AND_4 and10(or3_3,notA,B,notC,sor3);
	OR_4 or4(dI_1,or1_1,or1_2,or1_3,or1_4);
	OR_3 or5(dI_2,or2_1,or2_2,or2_3);
	OR_3 or6(dI_3,or3_1,or3_2,or3_3);
	dff DA (dI_1,clk,0,reset,A,notA);
	dff DB (dI_2,clk,0,reset,B,notB);
	dff DC (dI_3,clk,0,reset,C,notC);
	AND_2 and11(sor4,notA,notC);
	AND_2 and12(sor5,notB,notC);
	AND_3 and13(stop_motor,A,notB,C);
	AND_3 and14(turn_left,A,B,C);
	AND_3 and15(turn_right,notA,B,C);
	AND_3 and16(rotate,A,B,notC);
	OR_2 or7(front_motor,sor4,sor5);
endmodule
module contollertb;
	wire stop_motor,front_motor,turn_left,turn_right,rotate;
	reg cd,red,green,blue,purple,yellow,done,clk,rst;
	controller ct (stop_motor,front_motor,turn_left,turn_right,rotate,
		cd,red,green,blue,purple,yellow,done,clk,rst);
	initial begin
		rst = 0;
		clk = 0;
		cd = 0;
		red = 0;
		green = 0;
		blue = 0;
		purple = 0;
		yellow = 0;
		done = 1;
		#5 rst = 1;
		#5 rst = 0;
	end
	initial begin
		repeat (1000) #5 clk = ~clk;
	end
	initial begin
		$monitor("time = %d\nstop_motor = %d\nfront_motor = %d\nturn_left = %d\nturn_right = %d\nrotate = %d\n",$time,stop_motor,front_motor,turn_left,turn_right,rotate);
	end
	initial begin
		#20 cd = 1;
		red = 1;
		done = 0;
		#20 cd = 0;
		done = 1;
		red = 0;
		#10 cd = 1;
		green = 1;
		done = 0;
		#20 cd = 0;
		done = 1;
		green = 0;
		#20 cd = 1;
		blue = 1;
		done = 0;
		#20 cd = 0;
		done = 1;
		blue = 0;
		#20 cd = 1;
		purple = 1;
		done = 0;
		#20 cd = 0;
		done = 1;
		purple = 0;
		#20 cd = 1;
		yellow = 1;
		done = 0;
		#20 cd = 0;
		done = 1;
	end
endmodule
```

## design/flow/run.sh

```bash
#!/bin/bash
# OpenROAD 26Q1-2900-gdf79404cd8, Yosys 0.63+post, stock flow scripts
make -C /OpenROAD-flow-scripts/flow DESIGN_CONFIG=/design/flow/config.mk WORK_HOME=/design/flow/orfs finish
```

## design/flow/config.mk

```make
export PLATFORM = sky130hd
export DESIGN_NAME = color_comp
export DESIGN_NICKNAME = color_comp
export VERILOG_FILES = /design/flow/design.v
export SDC_FILE = /design/flow/constraint.sdc
export NUM_CORES = 4
export LEC_CHECK = 1
export CORE_AREA = 10 10 96 96
export DIE_AREA = 0 0 106 106
```

## design/flow/constraint.sdc

```tcl
current_design color_comp

set clk_period 2.9
set clk_io_pct 0.2

create_clock -name clk0 -period $clk_period

set non_clock_inputs [all_inputs -no_clocks]
set_input_delay [expr $clk_period * $clk_io_pct] -clock clk0 $non_clock_inputs
set_output_delay [expr $clk_period * $clk_io_pct] -clock clk0 [all_outputs]
```

==> impl_results.rst <==
Synthesis and place-and-route
=============================

.. list-table::
   :header-rows: 1

   * - Metric
     - Value
   * - Routed wire length
     - 4.143 mm
   * - Average cell area after synthesis
     - 7.357 µm²
   * - Detail Route Antenna Nets
     - 0
   * - Count of unique library cells instantiated by Yosys
     - 21
   * - Gate count after technology mapping
     - 167
   * - Routability congestion estimate from global placement
     - 0.7839
   * - Cell count listed in synth_stat.txt
     - 167
   * - Vias per Instance
     - 3.981
   * - Yosys warning count
     - 4
   * - Count of final setup violators
     - 0
   * - I/O pin total
     - 77
   * - Pleak
     - 1.308 nW
   * - Final worst slack
     - 0.06267 ns
   * - Worst-margin pin slew
     - 0.3780 ns
   * - Number of global-route vias before repair
     - 1,513
   * - Drt first pass iters
     - 3
   * - Top cells by instance count after synthesis
     - sky130_fd_sc_hd__ha_1, sky130_fd_sc_hd__inv_1, sky130_fd_sc_hd__a21oi_1
   * - Die Height
     - 106 µm
   * - Antenna violations before repair
     - 0
   * - Total GRT Usage
     - 0.06888
   * - PwrDens
     - 138.6 nW/µm²
   * - Top area cells in the synthesized netlist
     - sky130_fd_sc_hd__ha_1, sky130_fd_sc_hd__inv_1, sky130_fd_sc_hd__a21oi_1, sky130_fd_sc_hd__nand4_1, sky130_fd_sc_hd__nor2b_1
   * - Routed vias
     - 1,457
   * - Sw power
     - 0.1437 mW
   * - Die Size
     - 11,240 µm²
   * - Critical path startpoint category
     - primary input
   * - Tightest slew margin relative to the limit
     - 0.7480
   * - Hpwl dp
     - 3.767 mm
   * - Maximum fanout along the worst path
     - 2
   * - Instance area at placement
     - 2266 µm²
   * - Start point of the worst hold path
     - g_signal[2]
   * - Worst min path class
     - primary input to output pin
   * - Fraction of the yosys area taken by sequential cells
     - 0
   * - CORE AREA
     - 7214 µm²
   * - RSZ-0062 raised after global routing
     - true
   * - Worst IR Drop VDD
     - 0.00005698 V
   * - Minimum clock period after layout
     - 2.837 ns
   * - DRC violations left
     - 0
   * - FP Util
     - 0.1703
   * - Internal power component
     - 0.2072 mW
   * - Logic pwr share
     - 1.000
   * - Cell row count
     - 31
   * - Part of the power in registers
     - 0
   * - Combinational Area
     - 1299 µm²
   * - Hold depth
     - 8
   * - Required arrival time at the worst endpoint
     - 2.32 ns
   * - Most frequent cell after synthesis
     - sky130_fd_sc_hd__ha_1
   * - Yosys chip area
     - 1229 µm²
   * - Max-cap check violation count
     - 0
   * - Register cell area after layout
     - 0 µm²
   * - Routed wire length per instance
     - 11.32 µm
   * - Status
     - complete, no violations
   * - PortBufs
     - 77
   * - Maximum number of pins on one net before global-route repair
     - 4
   * - Count of inserted antenna diode cells
     - 0
   * - Max frequency
     - 0.3524 GHz
   * - Share of layout cells above drive strength 1
     - 0.3034
   * - Final instance count without filler cells
     - 366
   * - Hold buffer count at CTS
     - 0
   * - Clock power share
     - 0
   * - Signed area change from the synthesized netlist to the final layout
     - 106.1%
   * - Wire length of the first global-routing pass
     - 6.693 mm
   * - Setup Slack @ Placement
     - -0.5056 ns
   * - Fin. Hold Viols
     - 0
   * - Flop count
     - 0
   * - Fillers
     - 748
   * - Kind of critical path
     - primary input to output pin
   * - Switching Fraction
     - 0.4095
   * - Cell type contributing the most total cell area after synthesis
     - sky130_fd_sc_hd__ha_1
   * - Remaining Overflow, GRT
     - 0
   * - Count of tool warnings
     - 34
   * - Detailed router's first-iteration violation count
     - 10
   * - Die outline width
     - 106 µm
   * - Netlist area before placement
     - 1229 µm²
   * - Ratio of final minimum period to clock period
     - 0.9784
   * - Number of clock buffers in the layout
     - 0
   * - End of the worst hold path
     - purple
   * - Non-Filler Cell Area, Final
     - 2532 µm²
   * - Crit path arrival time
     - 2.26 ns
   * - Placed cell count
     - 362
   * - Pins over their slew limit
     - 0
   * - Top area contributor share
     - 0.4888
   * - Critical Path Sink Type
     - output pin
## metrics by stage
stage	util	total power, mW	setup TNS [ns]	hold WS [ns]
4_1_cts	0.3243	0.3282	-0.02576	1.997
3_3_place_gp	0.3141	0.3084	-2.168	2.454
2_1_floorplan	-	0.1315	0	1.458
3_5_place_dp	0.3141	0.3107	-2.382	2.447
6_report	0.3510	0.3510	0	1.874
5_1_grt	0.3510	0.3956	-0.03826	1.926
## routing by layer
| metal | part of all wire | vias to the layer above | wire length, µm | global-route usage |
|---|---|---|---|---|
| met1 | 0.51 | 622 | 2132 | 0.09655 |
| met2 | 0.41 | 47 | 1718 | 0.1091 |
| met4 | 0 | 0 | 0 | 0 |
| li1 | - | 788 | - | - |
| met3 | 0.070 | 0 | 291 | 0.01957 |
| met5 | 0 | - | 0 | 0 |
## power groups by stage
stage                 sequential, mW  clock, mW  combinational [mW]
final                              0          0               0.351
after global routing               0          0               0.396
after CTS                          0          0               0.328
## cells by family (layout without fill, tap and decap cells)
kind of cell / count (synthesis) / in the layout / share of synthesized area
adder cells (fa/ha/maj): 48 / 48 / 0.4888
buffers and inverters: 45 / 145 / 0.1375
AND-OR/OR-AND: 41 / 41 / 0.2301
AND/OR/NAND/NOR: 33 / 33 / 0.1436
## layout make-up
class	instances	share of cell area
inverter	45	0.06670
multi-input combinational	122	0.5128
tap	99	0.04891
timing repair buffer	100	0.3715
## layout by cell type (no fill, tap or decap)
master and instances:
sky130_fd_sc_hd__buf_2 4, sky130_fd_sc_hd__nor3_2 2, sky130_fd_sc_hd__nor4_2 1, sky130_fd_sc_hd__o22ai_1 1
sky130_fd_sc_hd__a41oi_2 1, sky130_fd_sc_hd__ha_4 11, sky130_fd_sc_hd__a21oi_2 7, sky130_fd_sc_hd__nand2_1 7
sky130_fd_sc_hd__clkdlybuf4s15_1 2, sky130_fd_sc_hd__o211ai_1 4, sky130_fd_sc_hd__clkdlybuf4s50_1 40, sky130_fd_sc_hd__nor3_4 1
sky130_fd_sc_hd__dlymetal6s2s_1 16, sky130_fd_sc_hd__clkbuf_2 1, sky130_fd_sc_hd__buf_4 23, sky130_fd_sc_hd__ha_2 4
sky130_fd_sc_hd__a211oi_2 3, sky130_fd_sc_hd__nor2_1 3, sky130_fd_sc_hd__inv_2 9, sky130_fd_sc_hd__nor2b_1 4
sky130_fd_sc_hd__dlygate4sd2_1 14, sky130_fd_sc_hd__a31oi_1 1, sky130_fd_sc_hd__o21ai_2 4, sky130_fd_sc_hd__ha_1 33
sky130_fd_sc_hd__o21ai_1 4, sky130_fd_sc_hd__nor2_2 3, sky130_fd_sc_hd__nand2_2 2, sky130_fd_sc_hd__o221ai_2 2
sky130_fd_sc_hd__a2111oi_4 1, sky130_fd_sc_hd__nor2b_4 1, sky130_fd_sc_hd__inv_1 36, sky130_fd_sc_hd__nor2b_2 1
sky130_fd_sc_hd__nand4_1 8, sky130_fd_sc_hd__a21oi_1 13
## critical path, cell delays in order
cell	delay, ns
sky130_fd_sc_hd__clkdlybuf4s50_1	0.45
sky130_fd_sc_hd__inv_1	0.04
sky130_fd_sc_hd__ha_1	0.27
sky130_fd_sc_hd__nor2b_1	0.13
sky130_fd_sc_hd__o211ai_1	0.21
sky130_fd_sc_hd__a31oi_1	0.17
sky130_fd_sc_hd__nor4_2	0.26
sky130_fd_sc_hd__buf_2	0.14
## what timing repair did
item | CTS | global route
resized | 56 | 50
pin swaps | 23 | 17
endpoints found under the setup margin | 5 | 5
setup buffers | 3 | 1
## worst max-delay path by stage
stage | slack (ns) | end | cells after the start | startpoint
after CTS | -0.03 | purple | 9 | g1_code[2]
final | 0.06 | green | 8 | r2_code[1]
after global routing | -0.03 | green | 8 | r2_code[1]
No activity file was given, so power comes from the tool's default toggle rates.

==> /design/flow/design.v <==
module dff (
data  ,  
clk    ,  
set ,	 
reset ,  
q ,		 
notq     
);
input data, clk, reset, set ; 
output q, notq;
reg q, notq;
always @ ( posedge clk or posedge reset or posedge set)
if (reset) begin
  q <= 1'b0;
  notq <= 1'b1;
end  else if (set) begin
  q <= 1'b1;
  notq <= 1'b0;
end else begin
  q <= data;
  notq <= ~data;
end
endmodule  
module OR_2(S,A,B);
	input A,B;
	output reg S;
	always @*
		S = A|B;
endmodule
module OR_3(S,A,B,C);
	input A,B,C;
	output reg S;
	always @*
		S = A|B|C;
endmodule
module OR_4(S,A,B,C,D);
	input A,B,C,D;
	output reg S;
	always @*
		S = A|B|C|D;
endmodule
module AND_2(S,A,B);
	input A,B;
	output reg S;
	always @*
		S = A&B;
endmodule
module AND_3(S,A,B,C);
	input A,B,C;
	output reg S;
	always @*
		S = A&B&C;
endmodule
module AND_4(S,A,B,C,D);
	input A,B,C,D;
	output reg S;
	always @*
		S = A&B&C&D;
endmodule
module NOT(S,A);
	input A;
	output reg S;
	always @*
	begin
		S = ~A;
	end
endmodule
module controller(stop_motor,front_motor,turn_left,turn_right,rotate,
	dI_1,dI_2,dI_3,
	cd,red,green,blue,purple,yellow,done,clk,reset);
	input cd,red,green,blue,purple,yellow,done,clk,reset;
	wire notBlue,notDone,sor1,sor2,sor3,sor4,sor5;
	wire A,notA,B,notB,C,notC;
	wire or1_1,or1_2,or1_3,or1_4,or2_1,or2_2,or2_3,or3_1,or3_2,or3_3;
	output dI_1,dI_2,dI_3;
	output stop_motor,front_motor,turn_left,turn_right,rotate;
	NOT not1(notBlue,blue);
	AND_3 and1(or1_1,B,notC,notBlue);
	AND_3 and2(or1_2,notA,C,done);
	AND_3 and3(or1_3,A,C,red);
	AND_2 and4(or1_4,A,B);
	NOT not2(notDone,done);
	OR_2 or1(sor1,A,C);
	OR_3 or2(sor2,blue,purple,yellow);
	AND_3 and5(or2_1,notA,notB,cd);
	AND_3 and6(or2_2,notDone,B,sor1);
	AND_4 and7(or2_3,notA,B,notC,sor2);
	OR_3 or3(sor3,yellow,blue,red);
	AND_3 and8(or3_1,notB,C,red);
	AND_3 and9(or3_2,B,C,notDone);
	AND_4 and10(or3_3,notA,B,notC,sor3);
	OR_4 or4(dI_1,or1_1,or1_2,or1_3,or1_4);
	OR_3 or5(dI_2,or2_1,or2_2,or2_3);
	OR_3 or6(dI_3,or3_1,or3_2,or3_3);
	dff DA (dI_1,clk,0,reset,A,notA);
	dff DB (dI_2,clk,0,reset,B,notB);
	dff DC (dI_3,clk,0,reset,C,notC);
	AND_2 and11(sor4,notA,notC);
	AND_2 and12(sor5,notB,notC);
	AND_3 and13(stop_motor,A,notB,C);
	AND_3 and14(turn_left,A,B,C);
	AND_3 and15(turn_right,notA,B,C);
	AND_3 and16(rotate,A,B,notC);
	OR_2 or7(front_motor,sor4,sor5);
endmodule
module contollertb;
	wire stop_motor,front_motor,turn_left,turn_right,rotate;
	reg cd,red,green,blue,purple,yellow,done,clk,rst;
	controller ct (stop_motor,front_motor,turn_left,turn_right,rotate,
		cd,red,green,blue,purple,yellow,done,clk,rst);
	initial begin
		rst = 0;
		clk = 0;
		cd = 0;
		red = 0;
		green = 0;
		blue = 0;
		purple = 0;
		yellow = 0;
		done = 1;
		#5 rst = 1;
		#5 rst = 0;
	end
	initial begin
		repeat (1000) #5 clk = ~clk;
	end
	initial begin
		$monitor("time = %d\nstop_motor = %d\nfront_motor = %d\nturn_left = %d\nturn_right = %d\nrotate = %d\n",$time,stop_motor,front_motor,turn_left,turn_right,rotate);
	end
	initial begin
		#20 cd = 1;
		red = 1;
		done = 0;
		#20 cd = 0;
		done = 1;
		red = 0;
		#10 cd = 1;
		green = 1;
		done = 0;
		#20 cd = 0;
		done = 1;
		green = 0;
		#20 cd = 1;
		blue = 1;
		done = 0;
		#20 cd = 0;
		done = 1;
		blue = 0;
		#20 cd = 1;
		purple = 1;
		done = 0;
		#20 cd = 0;
		done = 1;
		purple = 0;
		#20 cd = 1;
		yellow = 1;
		done = 0;
		#20 cd = 0;
		done = 1;
	end
endmodule
==> /design/flow/run.sh <==
#!/bin/bash
# OpenROAD 26Q1-2900-gdf79404cd8, Yosys 0.63+post, stock flow scripts
make -C /OpenROAD-flow-scripts/flow DESIGN_CONFIG=/design/flow/config.mk WORK_HOME=/design/flow/orfs finish
==> /design/flow/config.mk <==
export PLATFORM = sky130hd
export DESIGN_NAME = controller
export DESIGN_NICKNAME = controller
export VERILOG_FILES = /design/flow/design.v
export SDC_FILE = /design/flow/constraint.sdc
export NUM_CORES = 4
export LEC_CHECK = 1
export CORE_AREA = 10 10 70 70
export DIE_AREA = 0 0 80 80
==> /design/flow/constraint.sdc <==
current_design controller

set clk_period 1.8
set clk_io_pct 0.2

create_clock -name clk0 -period $clk_period [get_ports {clk}]

set non_clock_inputs [all_inputs -no_clocks]
set_input_delay [expr $clk_period * $clk_io_pct] -clock clk0 $non_clock_inputs
set_output_delay [expr $clk_period * $clk_io_pct] -clock clk0 [all_outputs]
==> impl_metrics.json <==
{
  "drt_first_pass_iters": 3,
  "critPathLaunchType": "flop",
  "dieArea_um2": 6400,
  "drtIter0Drc": 20,
  "syn_area_um2": 310,
  "vias": 322,
  "edf_count": 0,
  "cts-root-buf": "clkbuf_4",
  "setup_slack_ns": 0.0761,
  "cp_max_fo": 3,
  "finalHoldViolCount": 0,
  "yosysTopAreaCell": "dfstp_2",
  "setup_viol": 0,
  "synth-seq-cells": 6,
  "regToRegStartpoint": "DA.notq",
  "required_ns": 1.44,
  "pre_cts_slack_ns": -0.360,
  "critPathCaptureType": "output pin",
  "reg2reg_depth": 4,
  "yosys_cells": 31,
  "wl_per_cell_um": 10.1,
  "grt_pass1_wl_um": 1640,
  "rrSetupSlack_ns": 0.71,
  "drc": 0,
  "dpl.hpwl_um": 799,
  "drive_gt1_frac": 0.455,
  "top_cell_area_share": 0.254,
  "syn_inst": 31,
  "ant_nets": 0,
  "grt_max_degree": 9,
  "placementRows": 21,
  "hp-class": "input pin to async pin",
  "ioPinCount": 17,
  "p_switching_w": 0.000293,
  "ir_drop_mv": 0.273,
  "skew_ns": 0.00677,
  "num_antenna_cells": 0,
  "outcome": "complete, no violations",
  "grt_pass1_vias": 343,
  "yosysWarnings": 13,
  "p_leak_nw": 0.304,
  "numCtsBuffers": 3,
  "cts_tree": "yes",
  "cp_common_cell": "buf_4",
  "io_buffers": 15,
  "finalClockPeriodUsage": 0.958,
  "p_seq_frac": 0.365,
  "internal-power_w": 0.000571,
  "avgSynthCellArea_um2": 10.0,
  "synthTopCellsByArea": "dfstp_2, dfrtp_1, o221a_4",
  "crit_arrival_ns": 1.36,
  "cts_buffer_depth": 2,
  "die_y_um": 80,
  "path_cells": "buf_4 -> buf_4 -> nand3_1 -> o211ai_1 -> buf_2",
  "crit_end": "dI_2",
  "synth-async-reset-ratio": 1.00,
  "gp_congestion": 0.838,
  "rsz0062_at_grt": "false",
  "die_w_um": 80,
  "syn_to_final_growth_pct": 92.7,
  "fmax_ghz": 0.580,
  "r2r_end": "DB.q",
  "critical_path_class": "flop to output pin",
  "track_usage": 0.0328,
  "crit_start": "DA.notq",
  "overflow": 0,
  "cap_viol_max_count": 0,
  "combPwrFrac": 0.484,
  "tightestPinTransition_ns": 0.254,
  "max_stage_delay_ns": 0.53,
  "clkSinkCount": 6,
  "yosysSeqAreaShare": 0.496,
  "clkLatencyLatePin_ns": 0.24,
  "crit_slowest_cell": "dfstp_2",
  "ys_area_um2": 310,
  "final_cells": 101,
  "dpl.cell_count": 93,
  "common_cells": "and3_1, dfrtp_1, dfstp_2, nand3_1",
  "drv_slew": 0,
  "fin_total_pwr_w": 0.000865,
  "fp-utilization": 0.0908,
  "warnings": 27,
  "synthFlopType": "dfstp_2",
  "synth_cell_types": 19,
  "wl_um": 1020,
  "via_per_inst": 3.19,
  "p_clk_frac": 0.151,
  "sw_frac_of_total": 0.339,
  "antenna_found_initial": 0,
  "core_area_um2": 3420,
  "hold_buffers": 0,
  "max-slew-margin-rel": 0.830,
  "timing.hold.ws_ns": 0.319,
  "finalCriticalPeriod_ns": 1.72,
  "ctsHtreeMaxLevel": 1,
  "power_density_nw_per_um2": 1450,
  "clk_pin_slew_worst_paths_ns": 0.05
}
layout make-up:
cell class	count	area, um^2
timing repair buffer	20	174
sequential	6	156
clock buffer	4	26.3
multi-input combinational	22	173
fill	395	2820
inverter	3	11.3
tap	46	57.6
through the flow:
stage,util,area [um^2],setup TNS (ns)
after floorplan,-,310,0
after global placement,0.154,526,-0.950
after detailed placement,0.154,526,-0.952
after CTS,0.172,587,-0.119
after global routing,0.175,598,0
final,0.175,598,0
how the worst min path moves through the flow:
stage	end	slack, ns	start
global route	DA.q	0.34	reset
finish	DA.q	0.32	reset
CTS	DC.q	0.32	reset
cell families (layout without fill, tap and decap cells):
| kind of cell | after synthesis | after routing | synth area share |
|---|---|---|---|
| buffers and inverters | 3 | 27 | 0.0363 |
| and+or+nand+nor | 14 | 14 | 0.230 |
| DFF | 6 | 6 | 0.496 |
| AOI/OAI and AO/OA | 8 | 8 | 0.238 |
placed cells by master, fill, tap and decap left out:
master           netlist  final
clkbuf_1               0      1
a21o_1                 1      1
dlymetal6s2s_1         0      2
buf_2                  0      1
inv_2                  1      1
o211a_1                1      1
o21bai_1               1      1
clkdlybuf4s50_1        0      4
clkbuf_2               0      1
dfstp_2                3      3
and3_4                 0      1
nor3_2                 0      1
nand3_1                3      2
a21oi_2                1      1
a21oi_1                1      1
nand3_2                0      1
nor2_2                 0      2
dfrtp_2                0      2
nor3_1                 2      1
and3_1                 3      2
o211ai_1               1      1
o221a_4                1      1
clkbuf_4               0      3
dlygate4sd2_1          0      7
nand2_1                2      2
buf_4                  0      5
inv_1                  2      2
nand2_2                1      1
dfrtp_1                3      1
nand2b_4               0      1
o21a_1                 1      1
metal layers:
metal	GRT usage	share of wire
met1	0.0416	0.44
met2	0.0401	0.37
met3	0.0295	0.18
met4	0.00528	0
met5	0	0
power groups by stage:
stage	clock network (W)	logic, W	registers, W
CTS	0.000138	0.000429	0.000303
global route	0.000141	0.000473	0.000331
finish	0.000130	0.000418	0.000316
registers in the layout, indices dropped and copies added, names as in the netlist:
signal / count
DC.q: 1
DB.q: 1
DA.notq: 1
DC.notq: 1
DA.q: 1
DB.notq: 1
worst max-delay path, delay by kind of cell (launching register included):
| kind | cells | cell delay, ns |
|---|---|---|
| flops | 1 | 0.53 |
| simple gates | 1 | 0.09 |
| buf+inv | 3 | 0.35 |
| compound gates | 1 | 0.14 |
timing repair:
action / in CTS / in global routing
resized: 15 / 8
setup buffers: 4 / 0
setup endpoints to repair: 4 / 4
pin swaps: 5 / 1
Power is estimated from default activity; no workload was simulated.
